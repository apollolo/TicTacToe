<file path="/design/flow/config.mk">
export PLATFORM = sky130hd
export DESIGN_NAME = checkwin
export DESIGN_NICKNAME = checkwin
export VERILOG_FILES = /design/flow/design.v
export SDC_FILE = /design/flow/constraint.sdc
export NUM_CORES = 4
export LEC_CHECK = 1
export CORE_AREA = 10 10 103 103
export DIE_AREA = 0 0 113 113
</file>
<file path="/design/flow/constraint.sdc">
current_design checkwin

set clk_period 1.0
set clk_io_pct 0.2

create_clock -name clk0 -period $clk_period [get_ports {clk}]

set non_clock_inputs [all_inputs -no_clocks]
set_input_delay [expr $clk_period * $clk_io_pct] -clock clk0 $non_clock_inputs
set_output_delay [expr $clk_period * $clk_io_pct] -clock clk0 [all_outputs]
</file>
<file path="/design/flow/design.v">
`timescale 1ns / 1ps
module checkwin(clk,reset,pos1,pos2,pos3,pos4,pos5,pos6,pos7,pos8,pos9,check,blockthis
    );
	 input clk,reset;
	 input[1:0] pos1,pos2,pos3,pos4,pos5,pos6,pos7,pos8,pos9;
	 output reg check;
	 output reg [3:0] blockthis;
    always @ (posedge clk or posedge reset) begin
		if (reset) begin
		  check <= 0;
		  blockthis <= 4'b0000;
		end
	   else if (pos1 == 2'b10 && pos2 == 2'b10 && pos3 == 2'b00) begin
		  check <= 1;
		  blockthis <= 4'b0011;
      end else if (pos1 == 2'b10 && pos2 == 2'b00 && pos3 == 2'b10) begin
		  check <= 1;
		  blockthis <= 4'b0010;
		end else if (pos1 == 2'b00 && pos2 == 2'b10 && pos3 == 2'b10) begin 
		  check <= 1;
		  blockthis <= 4'b0001;
		end 
		else if (pos4 == 2'b10 && pos5 == 2'b10 && pos6 == 2'b00) begin
		  check <= 1;
		  blockthis <= 4'b0110;
      end else if (pos4 == 2'b10 && pos5 == 2'b00 && pos6 == 2'b10) begin
		  check <= 1;
		  blockthis <= 4'b0101;
		end else if (pos4 == 2'b00 && pos5 == 2'b10 && pos6 == 2'b10) begin 
		  check <= 1;
		  blockthis <= 4'b0100; 
		end
		else if (pos7 == 2'b10 && pos8 == 2'b10 && pos9 == 2'b00) begin
		  check <= 1;
		  blockthis <= 4'b1001;
      end else if (pos7 == 2'b10 && pos8 == 2'b00 && pos9 == 2'b10) begin
		  check <= 1;
		  blockthis <= 4'b1000;
		end else if (pos7 == 2'b00 && pos8 == 2'b10 && pos9 == 2'b10) begin 
		  check <= 1;
		  blockthis <= 4'b0111;
      end		  
		else if (pos1 == 2'b10 && pos4 == 2'b10 && pos7 == 2'b00) begin
		  check <= 1;
		  blockthis <= 4'b0111;
      end else if (pos1 == 2'b10&& pos4 == 2'b00 && pos7 == 2'b10) begin
		  check <= 1;
		  blockthis <= 4'b0100;
		end else if (pos1 == 2'b00 && pos4 == 2'b10 && pos7 == 2'b10) begin 
		  check <= 1;
		  blockthis <= 4'b0001; 
		end
		else if (pos2 == 2'b10 && pos5 == 2'b10 && pos8 == 2'b00) begin
		  check <= 1;
		  blockthis <= 4'b1000;
      end else if (pos2 == 2'b10 && pos5 == 2'b00 && pos8 == 2'b10) begin
		  check <= 1;
		  blockthis <= 4'b0101;
		end else if (pos2 == 2'b00 && pos5 == 2'b10 && pos8 == 2'b10) begin 
		  check <= 1;
		  blockthis <= 4'b0010; 
		end
		else if (pos3 == 2'b10 && pos6 == 2'b10 && pos9 == 2'b00) begin
		  check <= 1;
		  blockthis <= 4'b1001;
      end else if (pos3 == 2'b10 && pos6 == 2'b00 && pos9 == 2'b10) begin
		  check <= 1;
		  blockthis <= 4'b0110;
		end else if (pos3 == 2'b00 && pos6 == 2'b10 && pos9 == 2'b10) begin 
		  check <= 1;
		  blockthis <= 4'b0011; 
      end
		else if (pos1 == 2'b10 && pos5 == 2'b10 && pos9 == 2'b00) begin
		  check <= 1;
		  blockthis <= 4'b1001;
      end else if (pos1 == 2'b10 && pos5 == 2'b00 && pos9 == 2'b10) begin
		  check <= 1;
		  blockthis <= 4'b0101;
		end else if (pos1 == 2'b00 && pos5 == 2'b10 && pos9 == 2'b10) begin 
		  check <= 1;
		  blockthis <= 4'b0001; 
      end
		else if (pos3 == 2'b10 && pos5 == 2'b10 && pos7 == 2'b00) begin
		  check <= 1;
		  blockthis <= 4'b0111;
      end else if (pos3 == 2'b10 && pos5 == 2'b00 && pos7 == 2'b10) begin
		  check <= 1;
		  blockthis <= 4'b0101;
		end else if (pos3 == 2'b00 && pos5 == 2'b10 && pos7 == 2'b10) begin 
		  check <= 1;
		  blockthis <= 4'b0011; 
      end 
      else if (pos1 == 2'b01 && pos2 == 2'b01 && pos3 == 2'b00) begin
		  check <= 1;
		  blockthis <= 4'b0011;
      end else if (pos1 == 2'b01 && pos2 == 2'b00 && pos3 == 2'b01) begin
		  check <= 1;
		  blockthis <= 4'b0010;
		end else if (pos1 == 2'b00 && pos2 == 2'b01 && pos3 == 2'b01) begin 
		  check <= 1;
		  blockthis <= 4'b0001;
		end 
		else if (pos4 == 2'b01 && pos5 == 2'b01 && pos6 == 2'b00) begin
		  check <= 1;
		  blockthis <= 4'b0110;
      end else if (pos4 == 2'b01 && pos5 == 2'b00 && pos6 == 2'b01) begin
		  check <= 1;
		  blockthis <= 4'b0101;
		end else if (pos4 == 2'b00 && pos5 == 2'b01 && pos6 == 2'b01) begin 
		  check <= 1;
		  blockthis <= 4'b0100; 
		end
		else if (pos7 == 2'b01 && pos8 == 2'b01 && pos9 == 2'b00) begin
		  check <= 1;
		  blockthis <= 4'b1001;
      end else if (pos7 == 2'b01 && pos8 == 2'b00 && pos9 == 2'b01) begin
		  check <= 1;
		  blockthis <= 4'b1000;
		end else if (pos7 == 2'b00 && pos8 == 2'b01 && pos9 == 2'b01) begin 
		  check <= 1;
		  blockthis <= 4'b0111;
      end		  
		else if (pos1 == 2'b01 && pos4 == 2'b01 && pos7 == 2'b00) begin
		  check <= 1;
		  blockthis <= 4'b0111;
      end else if (pos1 == 2'b01 && pos4 == 2'b00 && pos7 == 2'b01) begin
		  check <= 1;
		  blockthis <= 4'b0100;
		end else if (pos1 == 2'b00 && pos4 == 2'b01 && pos7 == 2'b01) begin 
		  check <= 1;
		  blockthis <= 4'b0001; 
		end
		else if (pos2 == 2'b01 && pos5 == 2'b01 && pos8 == 2'b00) begin
		  check <= 1;
		  blockthis <= 4'b1000;
      end else if (pos2 == 2'b01 && pos5 == 2'b00 && pos8 == 2'b01) begin
		  check <= 1;
		  blockthis <= 4'b0101;
		end else if (pos2 == 2'b00 && pos5 == 2'b01 && pos8 == 2'b01) begin 
		  check <= 1;
		  blockthis <= 4'b0010; 
		end
		else if (pos3 == 2'b01 && pos6 == 2'b01 && pos9 == 2'b00) begin
		  check <= 1;
		  blockthis <= 4'b1001;
      end else if (pos3 == 2'b01 && pos6 == 2'b00 && pos9 == 2'b01) begin
		  check <= 1;
		  blockthis <= 4'b0110;
		end else if (pos3 == 2'b00 && pos6 == 2'b01 && pos9 == 2'b01) begin 
		  check <= 1;
		  blockthis <= 4'b0011; 
      end
		else if (pos1 == 2'b01 && pos5 == 2'b01 && pos9 == 2'b00) begin
		  check <= 1;
		  blockthis <= 4'b1001;
      end else if (pos1 == 2'b01 && pos5 == 2'b00 && pos9 == 2'b01) begin
		  check <= 1;
		  blockthis <= 4'b0101;
		end else if (pos1 == 2'b00 && pos5 == 2'b01 && pos9 == 2'b01) begin 
		  check <= 1;
		  blockthis <= 4'b0001; 
      end
		else if (pos3 == 2'b01 && pos5 == 2'b01 && pos7 == 2'b00) begin
		  check <= 1;
		  blockthis <= 4'b0111;
      end else if (pos3 == 2'b01 && pos5 == 2'b00 && pos7 == 2'b01) begin
		  check <= 1;
		  blockthis <= 4'b0101;
		end else if (pos3 == 2'b00 && pos5 == 2'b01 && pos7 == 2'b01) begin 
		  check <= 1;
		  blockthis <= 4'b0011; 
      end 
		else begin
		  check <= 0;
		  blockthis <= 4'b0000;
		end
	 end  
endmodule
</file>
<file path="/design/flow/run.sh">
#!/bin/bash
# OpenROAD 26Q1-2900-gdf79404cd8, Yosys 0.63+post, stock flow scripts
make -C /OpenROAD-flow-scripts/flow DESIGN_CONFIG=/design/flow/config.mk WORK_HOME=/design/flow/orfs finish
</file>
==> impl_metrics.env <==
# flow metrics
export IMPL_slew_viol_final=0
export IMPL_setup_crit_start_kind="primary input"
export IMPL_worst_setup_hold_path_clk_slew_ns=0.03
export IMPL_end_kind="flip-flop"
export IMPL_main_flop_type="dfrtp_1"
export IMPL_timing_slew_headroom_pct=72.5
export IMPL_cellPowerDensity_nw_per_um2=541
export IMPL_initCoreUtil_pct=21.9
export IMPL_grt_overflow_total=0
export IMPL_ys_cells=248
export IMPL_tritoncts="built"
export IMPL_netlist_logic_family_top="simple AND/OR/NAND/NOR gates"
export IMPL_dr_pass1_iters=4
export IMPL_post_route_worst_setup_slack_ns=-0.627
export IMPL_synth_compound_area_share_pct=23.2
export IMPL_tritoncts_num_buffers=3
export IMPL_asyncSetResetFlopFracSynth_pct=100
export IMPL_placementRows=33
export IMPL_ys_warn_count=1
export IMPL_postSynthSeqShare_pct=6.87
export IMPL_finalNonFillerCells=522
export IMPL_cp_data_required_time_ns=1.13
export IMPL_yosys_area_share_xor_xnor_pct=11.1
export IMPL_port_buffer_count=24
export IMPL_io_pins=25
export IMPL_clock_root_buffer="clkbuf_8"
export IMPL_placement_cell_area_um2=3030
export IMPL_violations_in_the_final_reports="setup timing"
export IMPL_initialDrtViolationCount=201
export IMPL_largest_net_degree_at_the_start_of_global_routing=12
export IMPL_yosys_area_top_type="xnor2_1"
export IMPL_ctsHtreeMaxLevel=1
export IMPL_grt_first_pass_wirelength_um=16600
export IMPL_timing_hold_violations_final=0
export IMPL_dp_slack_ns=-1.39
export IMPL_totalWireLength_um=10700
export IMPL_ys_ff=5
export IMPL_total_power_mw=2.19
export IMPL_clock_path_buffers=2
export IMPL_final_layout_size_suffix_gt1_share_pct=65.5
export IMPL_ant_nets=0
export IMPL_cellLeakagePower_nw=1.78
export IMPL_edf_count=0
export IMPL_drt_drc_violations_left=0
export IMPL_maximum_vdd_drop_uv=354
export IMPL_synth_area_um2=1820
export IMPL_synthAdderAreaFrac_pct=0
export IMPL_final_min_period_over_clock_period_pct=163
export IMPL_die_h_um=113
export IMPL_netlist_instances=248
export IMPL_max_cap_violations=0
export IMPL_status="finished, violations left"
export IMPL_timing_hold_worst_class="primary input to async pin"
export IMPL_fmax_mhz=615
export IMPL_final_setup_viols=5
export IMPL_worst_endpoint_arrival_ns=1.76
export IMPL_post_route_cell_area_um2=4050
export IMPL_via_count_of_the_first_global_routing_pass=2838
export IMPL_synthesized_area_per_cell_um2=7.34
export IMPL_place_inst=471
export IMPL_tool_warnings=28
export IMPL_syn_to_final_growth_pct=123
export IMPL_die_size_x_um=113
export IMPL_synth_cellmix_simpleShare_pct=47.6
export IMPL_area_leaders="xnor2_1 8.2%, dfrtp_1 6.9%, nand3_1 5.5%, nor2b_1 5.2%, a21oi_1 3.8%"
export IMPL_ys_area_um2=1820
export IMPL_mux_area_share_pct=0
export IMPL_finalCoreUtilization_pct=48.8
export IMPL_post_drt_via_cell_ratio=5.25
export IMPL_place_hpwl_um=7540
export IMPL_synth_top_cell_by_count="nand3_1"
export IMPL_yosys_top_cells_count="20 x nand3_1, 17 x xnor2_1, 15 x nor2b_1, 14 x a21oi_1"
export IMPL_synth_largest_type_area_fraction_pct=8.18
export IMPL_timing_worst_setup_path_type="primary input to flip-flop"
export IMPL_rsz0062_at_grt="yes"
export IMPL_core_area_um2=8300
export IMPL_gr_usage_all_layers_pct=16.2
export IMPL_time_the_final_worst_path_needs_with_i_o_delays_and_setup_ns=1.63
export IMPL_chipArea_um2=12800
export IMPL_worstPathMaxFanout=3
export IMPL_n_antenna_cell=0
export IMPL_routability_congestion=0.989
export IMPL_via_count=2742
export IMPL_grt_antenna_before_repair=0
export IMPL_cts_sink_count=5
export IMPL_routedWlPerCell_um=20.5
export IMPL_worst_slew_pin_slew_ns=0.408
export IMPL_yosys_cell_types_count=62
## timing repair
action / 4_1_cts / 5_1_grt
hold buffers: 0 / 0
gates resized: 184 / 56
setup buffers: 44 / 6
gates cloned: 4 / 0
endpoints found under the setup margin: 10 / 7
pin swaps: 44 / 44
## where the power goes
group / switching (mW) / total, mW / internal (mW)
registers: 0.00999 / 0.245 / 0.235
logic: 0.714 / 1.58 / 0.865
clock network: 0.0955 / 0.369 / 0.273
total: 0.820 / 2.19 / 1.37
## final cells by class
type	count	area (um2)
Fill cell	725	4250
Multi-Input combinational cell	212	2070
Timing Repair Buffer	191	1670
Tap cell	105	131
Sequential cell	5	125
Clock buffer	4	45.0
Inverter	5	18.8
## stage by stage
stage | setup TNS, ns | hold WS [ns]
after floorplan | -2.35 | -0.0215
final | -2.82 | 0.194
after detailed placement | -6.48 | 0.425
after global placement | -6.70 | 0.421
after global routing | -2.96 | 0.211
after CTS | -2.96 | 0.193
## layout by cell type (no fill, tap or decap), types with 6 or more instances in the layout
master,netlist,layout
a21oi_1,14,7
a21oi_2,0,7
buf_12,1,6
buf_2,12,7
buf_4,5,125
buf_6,5,40
nand2_1,10,7
nand2b_4,2,7
nand3_1,20,16
nand3b_1,6,6
nor2_1,12,10
nor2b_1,15,6
nor2b_4,0,6
nor4_1,9,6
or4_4,1,6
xnor2_1,17,12
## per-layer routing
layer  GRT usage, %  vias up  share of wire, %
met4           4.99        0               2.7
met1           23.0     1335                46
met2           25.2       97                46
met3           1.50       18               5.7
li1               -     1292                 -
met5              0        -                 0
## registers in the layout (all words and copies together), names as in the netlist
| register | flops |
|---|---|
| check | 1 |
| blockthis | 4 |
## logic make-up (layout without fill, tap and decap cells)
group	Yosys count	in the layout
compound gates	56	56
xor+xnor	23	23
buf+inv	31	200
flops	5	5
simple gates	133	133
## worst paths after layout
check / startpoint / end
max in group asynchronous: reset / blockthis[2]
min: reset / blockthis[0]
max: pos9[1] / blockthis[3]
min in group clk0: pos9[0] / blockthis[3]
## worst max-delay path, stage by stage
cell and delay (ns):
buf_2 0.12, buf_6 0.12, buf_4 0.13, nor2_1 0.34, and3_1 0.28, o21ai_0 0.12, and3_1 0.22, a221oi_2 0.22
Power and IR drop assume default switching activity.
